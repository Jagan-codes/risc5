==> /design/flow/design.v <==
`timescale 1ns / 1ps
module registerfile(
  input clk,
  input rst,
  input rg_wrt_en, 
  input[4:0] rg_rd_ad1,rg_rd_ad2,rg_wrt_add, 
  input [31:0] rg_wrt_data, 
  output [31:0] rg_rd_data1,rg_rd_data2 
);
  reg [31:0] reg31[31:0]; 
  integer i;
  always@(posedge clk,posedge rst)
    begin
      if(rst)
        begin
          for(i=0;i<32;i=i+1)
            begin
              reg31[i]=32'b0;
            end
        end
      else
        if(rg_wrt_en)
          begin
            reg31[rg_wrt_add]<=rg_wrt_data;
          end
    end
  assign rg_rd_data1=reg31[rg_rd_ad1];
  assign rg_rd_data2=reg31[rg_rd_ad2];
endmodule
==> /design/flow/run.sh <==
#!/bin/bash
# OpenROAD 26Q1-2900-gdf79404cd8, Yosys 0.63+post, stock flow scripts
make -C /OpenROAD-flow-scripts/flow DESIGN_CONFIG=/design/flow/config.mk WORK_HOME=/design/flow/orfs finish
==> /design/flow/config.mk <==
export PLATFORM = sky130hd
export DESIGN_NAME = registerfile
export DESIGN_NICKNAME = registerfile
export VERILOG_FILES = /design/flow/design.v
export SDC_FILE = /design/flow/constraint.sdc
export NUM_CORES = 4
export LEC_CHECK = 1
export CORE_UTILIZATION = 30
==> /design/flow/constraint.sdc <==
current_design registerfile

set clk_period 16.9
set clk_io_pct 0.2

create_clock -name clk0 -period $clk_period [get_ports {clk}]

set non_clock_inputs [all_inputs -no_clocks]
set_input_delay [expr $clk_period * $clk_io_pct] -clock clk0 $non_clock_inputs
set_output_delay [expr $clk_period * $clk_io_pct] -clock clk0 [all_outputs]
==> flow_metrics.env <==
# yosys + openroad results
export IMPL_outcome="finished, final reports clean"
export IMPL_fin_crit_sh_pct=72.62
export IMPL_tns_ps=0
export IMPL_synthArstFlopShare_pct=100.0
export IMPL_synth_dominant_cell_count="mux2_2"
export IMPL_endpoint_kind="output pin"
export IMPL_yosys_stat_cells=4395
export IMPL_report_final_slew_viol_count=0
export IMPL_largestRegisters="reg31: 1024 flops"
export IMPL_pwr_density_cell_mw_per_mm2=118.7
export IMPL_setup_viol=0
export IMPL_cts_tree="built"
export IMPL_root_buffer="clkbuf_16"
export IMPL_warnings=32
export IMPL_synthTopCellsByCount="mux2_2 (1,031), dfrtp_1 (1,024), a22oi_1 (756), clkbuf_1 (262), nand2_1 (240)"
export IMPL_yosys_warnings=2
export IMPL_max_freq_ghz=0.08148
export IMPL_ctsHoldBuffers=0
export IMPL_maxCapViolCount=0
export IMPL_ys_flop_type="dfrtp_1"
export IMPL_criticalPathCategory="input pin to output pin"
export IMPL_hold_violations=0
export IMPL_cts_setup_buffers=0
export IMPL_dpl_hpwl_mm=168.1
export IMPL_drt_wl_total_mm=280.9
export IMPL_worst_clock_skew_ps=0
export IMPL_crit_required_ps=13520
export IMPL_fillers=16250
export IMPL_grt_pass1_vias=44750
export IMPL_wl_per_cell_um=41.55
export IMPL_grt_max_degree=109
export IMPL_ios=114
export IMPL_ys_ff=1024
export IMPL_ir_worst_vdd_v=0.00007731
export IMPL_rows=151
export IMPL_vias=45640
export IMPL_clock_latency_ps=740
export IMPL_core_sq_mm=0.1697
export IMPL_die_area_sq_mm=0.1728
export IMPL_grt_ovfl_total=0
export IMPL_hold_depth=1
export IMPL_hp_class="flop to flop"
export IMPL_crit_fanout=24
export IMPL_syn_avg_cell_area_sq_um=11.68
export IMPL_top_area_share_pct=49.90
export IMPL_die_h_um=415.7
export IMPL_portBuffers=113
export IMPL_area_delta_synth_final_pct=16.50
export IMPL_use_met2_pct=44.57
export IMPL_clk_pin_slew_ps=60
export IMPL_worstPathArrival_ps=8890
export IMPL_gr_usage_met3_pct=21.28
export IMPL_cts_sinks=1024
export IMPL_largest_reg_flops=1024
export IMPL_ys_types=63
export IMPL_synthCells=4395
export IMPL_maxSlewHeadroom_pct=16.64
export IMPL_p_leak_nw=25.56
export IMPL_dp_cells=6531
export IMPL_ff2ff_path_depth=1
export IMPL_antenna_left=0
export IMPL_cp_start_kind="input pin"
export IMPL_syn_area_sq_mm=0.05135
export IMPL_clk_path_buf_depth=3
export IMPL_grt_pass1_wl_mm=380.2
export IMPL_worst_slack_ps=4627
export IMPL_ys_seq_share_pct=49.90
export IMPL_chipWidth_um=415.7
export IMPL_edf_count=0
export IMPL_min_period_ps=12270
export IMPL_drt_first_iter_violations=5994
export IMPL_htree_levels=3
export IMPL_fp_util_pct=30.27
export IMPL_worst_pin_slew_ps=1247
export IMPL_ys_chip_area_sq_mm=0.05135
export IMPL_area_leaders="dfrtp_1 (50%), mux2_2 (23%), a22oi_1 (11%), clkbuf_1 (1.9%), nand2_1 (1.8%)"
export IMPL_antenna_found_initial=25
export IMPL_rsz0062_at_grt="no"
export IMPL_drive_above_1_share_pct=34.68
export IMPL_place_congestion=1.082
export IMPL_regMostFlops="reg31"
export IMPL_dp_slack_ps=5229
export IMPL_drc=0
export IMPL_cts_resized=0
export IMPL_cts_buffers=108
export IMPL_first_pass_iters=8
export IMPL_top_usage_layer="met2"
export IMPL_yosysTopAreaCell="dfrtp_1"
export IMPL_instances_no_fill=6760
export IMPL_via_per_inst=6.751
export IMPL_grtUsageMet1_pct=37.58
export IMPL_grt_usage_pct=32.97
[per-stage QoR]
step	total power, mW	instance area [sq um]	hold WS, ps	utilization [%]
floorplan	3.900	51350	487.4	-
global placement	4.408	55850	502.8	32.92
detailed placement	4.428	55850	511.6	32.92
CTS	7.054	59750	525.3	35.22
global route	7.294	59750	535.9	35.22
finish	7.100	59820	527.5	35.26
[cell type report]
type                    count  area (sq um)  area share [%]
diodes                     27         67.56          0.1129
clock buffers             146          3129           5.231
clock inverters            56         777.0           1.299
inverters                   7         30.03         0.05020
multi-input cells        2934         24540           41.02
flip-flops and latches   1024         25620           42.83
well taps                2218          2775           4.639
repair buffers            348          2880           4.815
[critical path, stage by stage]
cell and delay [ps]:
buf_2 390, buf_4 400, buf_4 420, nand3b_1 930, nor2_4 1080, buf_4 660, a21oi_1 200, nand4_1 130
nor2_1 60, a21oi_1 580, clkdlybuf4s50_1 600
[final timing paths]
kind,start,to,slack (ps)
max in group asynchronous,rst,reg31[3][21]$_DFFE_PP0P_,10630
worst min-delay path,reg31[24][26]$_DFFE_PP0P_,reg31[24][26]$_DFFE_PP0P_,530
min in group asynchronous,rst,reg31[5][0]$_DFFE_PP0P_,3020
worst min register to register,reg31[24][26]$_DFFE_PP0P_,reg31[24][26]$_DFFE_PP0P_,530
worst max register to register,reg31[5][24]$_DFFE_PP0P_,reg31[5][24]$_DFFE_PP0P_,16010
worst max-delay path,rg_rd_ad2[2],rg_rd_data2[28],4630
[cells in the final DEF, fill, tap and decap left out, types with 27 or more instances in the layout]
cell type        Yosys  routed
dfrtp_1           1024    1024
mux2i_1             47      47
buf_4                5     235
a21oi_1             84      84
a221oi_1            30      30
nor2_4               0      73
nand3_1             54      50
nor4_1              36      36
nand2_1            240     227
nor2_1             170     102
a22oi_1            756     756
nand4_1             90      90
diode_2              0      27
nor3_1              73      72
clkbuf_16            0     111
mux2_2            1031    1031
clkdlybuf4s50_1      0     107
a22o_1              43      43
[power by group]
group          leakage (nW)  total, mW  internal, mW  switching (mW)
registers              13.1       3.40          2.93           0.475
clock network          1.92       2.65          1.57            1.08
logic                  10.5       1.04         0.533           0.511
[metal layers]
layer,share of wire [%],vias up
li1,-,16940
met1,33,22760
met2,40,4292
met3,17,1604
met4,9.8,48
met5,0.22,-
[cells by family after synthesis]
family	after synthesis	share of synthesized area, %
AND-OR/OR-AND	1074	15.62
buffers and inverters	437	3.492
flip-flops	1024	49.90
multiplexers	1084	23.68
AND/OR/NAND/NOR	776	7.312
Power figures rest on the tool's default switching activity, not on a simulated workload.
