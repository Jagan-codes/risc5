==> flow/run.sh <==
#!/bin/bash
# OpenROAD 26Q1-2900-gdf79404cd8, Yosys 0.63+post, stock flow scripts
make -C /OpenROAD-flow-scripts/flow DESIGN_CONFIG=/design/flow/config.mk WORK_HOME=/design/flow/orfs finish
==> flow/config.mk <==
export PLATFORM = sky130hd
export DESIGN_NAME = instructionmemory
export DESIGN_NICKNAME = instructionmemory
export VERILOG_FILES = /design/flow/design.v
export SDC_FILE = /design/flow/constraint.sdc
export NUM_CORES = 4
export LEC_CHECK = 1
export CORE_AREA = 10 10 70 70
export DIE_AREA = 0 0 80 80
==> flow/constraint.sdc <==
current_design instructionmemory

set clk_period 1.6
set clk_io_pct 0.2

create_clock -name clk0 -period $clk_period

set non_clock_inputs [all_inputs -no_clocks]
set_input_delay [expr $clk_period * $clk_io_pct] -clock clk0 $non_clock_inputs
set_output_delay [expr $clk_period * $clk_io_pct] -clock clk0 [all_outputs]
==> flow/design.v <==
`timescale 1ns / 1ps
module instructionmemory(
  input [7:0]addr,
  output wire [31:0]instruction
);
  reg [31:0] mem[63:0];
  initial begin
    mem[0]=32'h0000_7033; 
    mem[1]=32'h0030_0093; 
    mem[2]=32'h0020_0113; 
    mem[3]=32'h0030_8193; 
    mem[4]=32'h0040_8213; 
    mem[5]=32'h0051_0293; 
    mem[6]=32'h0061_0313; 
    mem[7]=32'h0071_8393; 
    mem[8]=32'h0021_8433; 
    mem[9]=32'h4044_04b3; 
    mem[10]=32'h0031_7533; 
    mem[11]=32'h0041_e5b3; 
    mem[12]=32'h0041_a633; 
    mem[13]=32'h0073_46b3; 
    mem[14]=32'h4d34_f713; 
    mem[15]=32'h8d35_e793; 
    mem[16]=32'h4d26_a813; 
    mem[17]=32'h4d24_4893; 
    mem[18]=32'h02b0_2823; 
    mem[19]=32'h0300_2603; 
    end
    assign instruction=mem[addr[7:2]];
endmodule
==> run summary <==
Implementation run completed; key figures follow.

Status:
- The flow ran to the end, but the final reports show violations.
- The final reports fail on setup timing.

Timing:
- The run puts the accumulated negative setup slack at -0.0222 ns.
- The run puts the final worst hold slack at 1.06 ns.
- The run puts the time the worst path needs with I/O delays and setup at 1.62 ns.
- The run gives the number of hold-slack violations in the final timing report as 0.
- Setup repair after global routing could not meet its margin everywhere.
- The run gives the maximum clock frequency as 0.616 GHz.
- In the post-route analysis, the smallest setup slack over all paths is -0.0222 ns.
- The run puts the final tally of max-slew violations at 0.
- The run gives the number of setup violations in the final report as 1.
- Dividing the final minimum period by the clock period gives 101%.

Placed design:
- The run puts the routability congestion estimate at 0.851.
- The run gives the detailed placement HPWL as 1.69 mm.
- The run puts the count of buffers from port buffering at 29.
- Timing analysis after detailed placement gives a worst setup slack of -0.825 ns.

Detailed routing:
- The run puts the number of antenna cells inserted at 0.
- The run puts the number of vias per cell after detailed routing at 4.17.
- The run puts the number of iterations in the first detailed-routing pass at 4.
- The run gives the number of nets with antenna violations after detailed routing as 0.
- The run gives the DRC violation total after the first TritonRoute iteration as 18.
- Across all layers, the routed design uses 814 vias.
- The run puts the final routed DRC violation total at 0.
- The run gives the mean routed wirelength per cell as 12.9 µm.
- For this block, the routed nets add up to 2.51 mm of wire.

Pwr:
- The run gives the maximum vdd drop as 113 µV.
- Summed over all cells, the static leakage comes to 0.000671 µW.
- The run gives the power per cell area as 246 nW/µm².

Yosys:
- The run puts the cell area after technology mapping at 557 µm².
- Among all cell types in the netlist, the one instantiated most often is nand2_1.
- For reference, the top cells by count after synthesis are nand2_1, buf_4, a21oi_1, nor2_1.
- Per the post-synthesis stats, the area per cell is 6.55 µm².
- Summing the areas of all fa, ha and maj instances in the mapped netlist gives 13.5% of the synthesized area.
- The run puts the synthesized-area fraction occupied by ao, oa, aoi and oai cells at 28.1%.
- The synthesis report lists the most area-consuming cells as buf_4, ha_1, nand2_1.
- The run gives the portion of synthesized cell area occupied by the leading cell type as 13.5%.
- The run gives the share of the synthesized netlist area taken by xor and xnor gates as 0%.
- The run puts the total of warnings raised by yosys at 1.
- The run gives the cell count listed in synth_stat.txt as 85.
- The run puts the sequential share of the synthesized area at 0%.
- The run gives the library cell with the largest summed area after synthesis as buf_4.
- Summing the areas of all and, or, nand and nor instances in the mapped netlist gives 22.7% of the synthesized area.
- Post-synthesis, Yosys gives the total cell area as 557 µm².
- In this run, distinct cell masters in the synthesized netlist total 27.
- The run gives the main kind of combinational logic by area as AND-OR/OR-AND gates.
- The run gives the synthesized netlist cell count as 85.
- The run puts the multiplexer share of the synthesized area at 7.19%.

Global route:
- The run puts the number of antenna violations at the first check in global routing at 0.
- The run puts the global-route wire length before repair at 4.20 mm.
- Entering global routing, the biggest net connects 10 pins.
- The total overflow left after global routing is 0.
- The via count of the first global-routing pass came to 852.
- Global routing used 7.76% of the available tracks.

Setup path:
- The run gives the arrival time at the worst endpoint as 1.30 ns.
- The run gives the kind of critical path as in2out.
- The run gives the type of element capturing the critical path as an output pin.
- Data on the critical path is required at its endpoint by 1.28 ns.
- The run gives the startpoint type of the worst setup path as an input pin.
- The run puts the maximum fanout count along the critical path at 4.

Cells and area:
- The run puts the layout overhead on the synthesized area at 139%.
- The final layout report lists a filler cell count of 329.
- The run gives the register cell area after layout as 0 µm².
- Cells with a size suffix above 1 make up 59.1% of the layout.
- Per the layout report, the design carries 0 clock buffers.
- The run gives the flop count as 0.

Die:
- The run gives the height of the die as 80 µm.
- The horizontal die dimension reported for this design is 80 µm.
- For this configuration, the core starts out at a cell density of 16.3%.
- According to the I/O placement log, the pin count is 40.
- After floorplanning, the die was sized to cover 6400 µm².
- The run gives the number of rows in the core area as 21.
- The run gives the area of the core region as 3420 µm².

Job:
- The run puts the OpenROAD warning count at 42.
- The run puts the max-cap violation count at 0.

Worst hold path:
- The run gives the class of the tightest hold or removal check as in2out.
## metrics by stage
stage,total power (µW),utilization (%),instances,area [µm²]
after global placement,249,28.8,175,982
after CTS,320,38.4,196,1310
after detailed placement,248,28.8,175,982
after floorplan,111,-,91,579
after global routing,359,38.9,195,1330
final,327,38.9,195,1330
## worst paths after layout
| check | slack, ns | to | cells past startpoint | start |
|---|---|---|---|---|
| hold / removal | 1.06 | instruction[13] | 4 | addr[4] |
| setup / recovery | -0.02 | instruction[15] | 9 | addr[2] |
## critical path: stages
cell	delay (ns)
buf_8	0.11
buf_6	0.11
ha_4	0.17
buf_6	0.12
buf_6	0.11
nand2_4	0.05
o2111ai_4	0.09
o311ai_2	0.08
buf_2	0.14
## cell usage in the layout (no fill, tap or decap), types with 2 or more instances in the layout
| cell type | instances |
|---|---|
| buf_4 | 33 |
| buf_6 | 15 |
| dlygate4sd2_1 | 12 |
| nand2_1 | 9 |
| conb_1 | 8 |
| buf_2 | 7 |
| nor2_1 | 5 |
| o21ai_1 | 5 |
| ha_4 | 5 |
| a21oi_1 | 4 |
| inv_1 | 4 |
| mux2i_1 | 3 |
| a21oi_2 | 3 |
| clkdlybuf4s50_1 | 3 |
| nor3b_2 | 2 |
| nand2_4 | 2 |
| inv_6 | 2 |
| nor2_2 | 2 |
| nand2_2 | 2 |
| nor2b_4 | 2 |
## final cells by class
type	instances	area [µm²]	share of cell area (%)
Timing Repair Buffer	73	619	46.6
Multi-Input combinational cell	69	609	45.8
Tap cell	46	57.6	4.33
Inverter	7	43.8	3.29
## report_power, final
part           total [µW]  internal (µW)  switching [µW]
clock                   0              0               0
sequential              0              0               0
combinational         327            189             138
## per-layer routing
metal	wire length (µm)	vias to the layer above	GRT usage [%]
li1	-	408	-
met1	1150	386	9.89
met2	1210	20	13.9
met3	145	0	1.48
met4	0	0	0
met5	0	-	0
## cells by family after synthesis
| group | count (synthesis) |
|---|---|
| AND-OR/OR-AND | 23 |
| AND/OR/NAND/NOR | 28 |
| adder cells (fa/ha/maj) | 6 |
| multiplexers | 4 |
| buffers and inverters | 22 |
| other | 2 |
## repair_timing
| action | CTS | global route |
|---|---|---|
| buffers inserted | 19 | 2 |
| hold buffers | 0 | 0 |
| gates cloned | 3 | 0 |
| endpoints found under the setup margin | 24 | 12 |
| pin swaps | 20 | 9 |
| gates resized | 117 | 9 |
Power is estimated from default activity; no workload was simulated.
